[flow/config.mk]
export PLATFORM = sky130hd
export DESIGN_NAME = register_file
export DESIGN_NICKNAME = register_file
export VERILOG_FILES = /design/flow/design.v
export SDC_FILE = /design/flow/constraint.sdc
export NUM_CORES = 4
export LEC_CHECK = 1
export CORE_UTILIZATION = 30
[flow/constraint.sdc]
current_design register_file

set clk_period 7.2
set clk_io_pct 0.2

create_clock -name clk0 -period $clk_period [get_ports {clk}]

set non_clock_inputs [all_inputs -no_clocks]
set_input_delay [expr $clk_period * $clk_io_pct] -clock clk0 $non_clock_inputs
set_output_delay [expr $clk_period * $clk_io_pct] -clock clk0 [all_outputs]
[flow/design.v]
module register_file (
    input clk, reset, enable,
    input [31:0] data_in,
    input [4:0] rs1, rs2, rd_select,
    output [31:0] data_out1, data_out2
);
    reg [31:0] registers [31:0]; 
    wire [31:0] data_out1, data_out2;
    always @(*) begin
        data_out1 = (rs1 == 0) ? 32'b0 : registers[rs1];
        data_out2 = (rs2 == 0) ? 32'b0 : registers[rs2];
    end    
    always @(posedge clk or posedge reset) begin
        if (reset) begin
            integer i;
            for (i = 0; i < 32; i = i + 1)
                registers[i] <= 32'b0;
        end
        else if (enable && rd_select != 0) begin
            registers[rd_select] <= data_in;   
        end
    end
endmodule
[flow/run.sh]
#!/bin/bash
# OpenROAD 26Q1-2900-gdf79404cd8, Yosys 0.63+post, stock flow scripts
make -C /OpenROAD-flow-scripts/flow DESIGN_CONFIG=/design/flow/config.mk WORK_HOME=/design/flow/orfs finish
==> flow_summary.json <==
{
  "drt_wl_total_um": 296000,
  "synth_seq_share": 0.480,
  "clk_latency_ns": 0.78,
  "p_per_area_nw_per_um2": 271,
  "cts_tree": "yes",
  "warning_count": 36,
  "die-area_um2": 174000,
  "cp_data_arrival_time_ns": 5.27,
  "firstDrtPassIters": 6,
  "initCoreUtil": 0.304,
  "yosysWarnings": 4,
  "yosys_area_um2": 51700,
  "area_growth_pct": 18.1,
  "largest-register": "registers",
  "stdcell_count": 7125,
  "core_um2": 170000,
  "setup_tns_ns": 0,
  "postSynthAreaPerCell_um2": 11.1,
  "reg2reg_from": "registers[15][0]$_DFFE_PP0P_",
  "cts_buffers": 112,
  "setup_violations": 0,
  "edf_count": 0,
  "clkSlewWorstSetupHoldPaths_ns": 0.06,
  "routedWlPerCell_um": 41.5,
  "ys_ff": 992,
  "postRouteAntennaNets": 0,
  "place_inst": 6887,
  "grt-ovfl-total": 0,
  "grt_pass1_wl_um": 401000,
  "p_seq_frac": 0.466,
  "num_vias": 47859,
  "rsz0062_at_grt": "no",
  "cp.required_ns": 5.76,
  "cts_sinks": 992,
  "largest_reg_flops": 992,
  "top_level_ports": 114,
  "maxCapViolCount": 0,
  "ir_drop_v": 0.000201,
  "grt.total_usage": 0.346,
  "p_int_uw": 11600,
  "dieWidth_um": 417,
  "critPathCaptureType": "output pin",
  "p_comb_frac": 0.151,
  "nFillCells": 16502,
  "syn_area_um2": 51700,
  "period_needed_ns": 6.71,
  "fin_skew_ns": 0,
  "slew_violations": 0,
  "io_buffers": 113,
  "std_cell_rows": 151,
  "hpwl_um": 183000,
  "cts_max_level": 3,
  "ys_types": 72,
  "dr.first_iter.drc_count": 6828,
  "layout-drive-gt1-share": 0.343,
  "grt_max_degree": 111,
  "start_kind": "primary input",
  "ys_cells": 4649,
  "globalplace.congestion": 1.05,
  "p_leak_uw": 0.0261,
  "clock_power_share": 0.383,
  "hold_start": "registers[5][11]$_DFFE_PP0P_",
  "post_cts_buffers": 0,
  "cp-startpoint": "rs2[0]",
  "outcome": "finished clean",
  "hp-class": "reg -> reg",
  "ff_type": "dfrtp_1",
  "timing_worst_setup_path_type": "in -> out",
  "swShare": 0.298,
  "via_per_inst": 6.72,
  "cts_buffer_depth": 3,
  "postSynthCellCount": 4649,
  "postCtsHoldBufs": 0,
  "crit_path_max_fanout": 35,
  "grt_pass1_vias": 46817,
  "finalClockPeriodUsage": 0.931,
  "fmax_mhz": 149,
  "drc_errors": 0,
  "worst_pin_slew_ns": 1.29,
  "slew_headroom": 0.142,
  "root_buffer": "clkbuf_16",
  "hold_viol": 0,
  "die_y_um": 417,
  "antenna_found_initial": 34,
  "p_sw_uw": 4940,
  "async_reset_ff_frac": 1.00,
  "ctsResizeCount": 0,
  "reg_top3": "registers: 992 flops"
}
==> layer usage <==
metal,part of all wire,track usage,vias to the layer above
met5,0.0021,0.0117,-
met4,0.098,0.260,41
li1,-,-,18006
met3,0.15,0.192,1554
met1,0.35,0.415,24058
met2,0.40,0.463,4200
==> critical path, cell delays in order <==
cell,delay (ns)
buf_4,0.60
buf_4,0.60
nand3b_1,0.35
nor2_2,0.20
buf_4,0.50
a22oi_1,0.16
and4_1,0.20
a31oi_1,0.40
clkdlybuf4s50_1,0.68
==> final timing paths <==
| kind | end | slack (ns) | depth (start not counted) |
|---|---|---|---|
| max in group asynchronous | registers[20][2]$_DFFE_PP0P_ | 4.17 | 4 |
| hold reg to reg | registers[5][11]$_DFFE_PP0P_ | 0.51 | 1 |
| setup / recovery | data_out2[5] | 0.49 | 9 |
| setup reg to reg | registers[15][0]$_DFFE_PP0P_ | 6.26 | 1 |
| min in group asynchronous | registers[2][10]$_DFFE_PP0P_ | 1.12 | 2 |
| hold / removal | registers[5][11]$_DFFE_PP0P_ | 0.51 | 1 |
==> synthesized netlist by cell type (5+ instances only) <==
cell type / number / area share
nand2_1: 86 / 0.0062
mux2i_1: 5 / 0.00097
a222oi_1: 33 / 0.0064
a21oi_1: 77 / 0.0075
nor4bb_1: 9 / 0.0017
a2111oi_0: 67 / 0.011
buf_1: 75 / 0.0054
o31a_1: 20 / 0.0034
nand2b_1: 11 / 0.0013
inv_1: 19 / 0.0014
a22o_1: 45 / 0.0076
nor2_2: 7 / 0.00085
a31oi_1: 56 / 0.0068
a22oi_1: 356 / 0.052
and3b_1: 9 / 0.0015
nor2_1: 67 / 0.0049
nand3_1: 598 / 0.058
nor4_1: 39 / 0.0047
a221oi_1: 9 / 0.0015
o2111ai_1: 15 / 0.0025
nor2b_1: 8 / 0.00097
dfrtp_1: 992 / 0.48
nand3b_1: 8 / 0.0012
nor3b_1: 8 / 0.0012
a31o_2: 6 / 0.0010
a32oi_1: 7 / 0.0012
nand4_1: 184 / 0.022
nor3_1: 25 / 0.0024
mux2_2: 993 / 0.22
buf_4: 5 / 0.00073
and3_1: 232 / 0.028
o21ai_0: 18 / 0.0017
and2_1: 19 / 0.0023
and4_1: 49 / 0.0083
buf_2: 134 / 0.013
clkbuf_1: 289 / 0.021
a221o_1: 8 / 0.0015
==> through the flow <==
step | area [um2] | hold WS, ns | utilization | setup slack, ns | power [uW]
finish | 61100 | 0.511 | 0.359 | 0.494 | 16600
global route | 61000 | 0.532 | 0.358 | 0.587 | 17000
CTS | 61000 | 0.509 | 0.358 | 0.755 | 16500
detailed placement | 57000 | 0.496 | 0.335 | 0.774 | 10200
global placement | 57000 | 0.487 | 0.335 | 0.792 | 10200
floorplan | 51700 | 0.476 | - | -7.91 | 8870
==> cells by family after synthesis <==
family | count (synthesis) | synth area share
flip-flops | 992 | 0.480
buffers and inverters | 524 | 0.0418
AND-OR/OR-AND | 749 | 0.110
multiplexers | 1000 | 0.218
AND/OR/NAND/NOR | 1384 | 0.150
==> final cells by class <==
class | instances | area [um2] | share of cell area
Multi-Input combinational cell | 3133 | 25200 | 0.412
Sequential cell | 992 | 24800 | 0.407
Timing Repair Buffer | 447 | 4030 | 0.0660
Inverter | 20 | 78.8 | 0.00129
Tap cell | 2295 | 2870 | 0.0470
Clock buffer | 149 | 3230 | 0.0528
Antenna cell | 29 | 72.6 | 0.00119
Clock inverter | 60 | 790 | 0.0129
==> power by group through the flow <==
| stage | Sequential [uW] | Combinational (uW) | Clock, uW |
|---|---|---|---|
| CTS | 7670 | 2460 | 6350 |
| global route | 7830 | 2630 | 6570 |
| finish | 7730 | 2510 | 6340 |
==> cells in the final DEF (no fill, tap or decap), types with 33 or more instances in the layout <==
cell and count:
a2111oi_0 67, a21oi_1 77, a222oi_1 33, a22o_1 45
a22oi_1 356, a31oi_1 56, and3_1 229, and4_1 49
buf_12 34, buf_4 302, clkbuf_16 116, clkdlybuf4s50_1 105
dfrtp_1 992, mux2_2 993, nand2_1 72, nand3_1 596
nand4_1 184, nor4_1 38
Power figures rest on the tool's default switching activity, not on a simulated workload.
